===== design.v =====
`timescale 1 ns / 100 ps
module  DeBounce 
	(
	input 			clk, n_reset, button_in,				 
	output reg 	DB_out													 
	);
	parameter N = 11 ;		 
	reg  [N-1 : 0]	q_reg;							 
	reg  [N-1 : 0]	q_next;
	reg DFF1, DFF2;									 
	wire q_add;											 
	wire q_reset;
	assign q_reset = (DFF1  ^ DFF2);		 
	assign  q_add = ~(q_reg[N-1]);			 
	always @ ( q_reset, q_add, q_reg)
		begin
			case( {q_reset , q_add})
				2'b00 :
						q_next <= q_reg;
				2'b01 :
						q_next <= q_reg + 1;
				default :
						q_next <= { N {1'b0} };
			endcase 	
		end
	always @ ( posedge clk )
		begin
			if(n_reset ==  1'b0)
				begin
					DFF1 <= 1'b0;
					DFF2 <= 1'b0;
					q_reg <= { N {1'b0} };
				end
			else
				begin
					DFF1 <= button_in;
					DFF2 <= DFF1;
					q_reg <= q_next;
				end
		end
	always @ ( posedge clk )
		begin
			if(q_reg[N-1] == 1'b1)
					DB_out <= DFF2;
			else
					DB_out <= DB_out;
		end
	endmodule

===== run.sh =====
#!/bin/bash
# OpenROAD 26Q1-2900-gdf79404cd8, Yosys 0.63+post, stock flow scripts
make -C /OpenROAD-flow-scripts/flow DESIGN_CONFIG=/design/flow/config.mk WORK_HOME=/design/flow/orfs finish

===== config.mk =====
export PLATFORM = sky130hd
export DESIGN_NAME = DeBounce
export DESIGN_NICKNAME = DeBounce
export VERILOG_FILES = /design/flow/design.v
export SDC_FILE = /design/flow/constraint.sdc
export NUM_CORES = 4
export LEC_CHECK = 1
export CORE_AREA = 10 10 72 72
export DIE_AREA = 0 0 82 82

===== constraint.sdc =====
current_design DeBounce

set clk_period 2.0
set clk_io_pct 0.2

create_clock -name clk0 -period $clk_period [get_ports {clk}]

set non_clock_inputs [all_inputs -no_clocks]
set_input_delay [expr $clk_period * $clk_io_pct] -clock clk0 $non_clock_inputs
set_output_delay [expr $clk_period * $clk_io_pct] -clock clk0 [all_outputs]

==> CHANGELOG.md <==
## Flow update

- Via density: between 3 and 4
- End point of the worst hold path: DB_out
- Cell total in the yosys stat output: approximately 56
- Detailed Route Iter0 Violations: 15
- Count of port buffers added during placement: 3
- Wire length of the first global-routing pass: 1710 µm
- Footprint of the multi-input gates: ~300 µm²
- All-layer global routing usage: 3.14%
- Number of buffers inserted during clock tree synthesis: 3
- Critical Path RT: 1.60 ns
- Clock root cell: sky130_fd_sc_hd__clkbuf_8
- Clock Sink Count: 14
- Final Skew: 0.00172 ns
- Maximum number of pins on one net before global-route repair: 10
- Final worst-path cycle share: 70.3%
- Largest register FFs: 11
- Cell count after placement: 107
- Reg2Reg Depth: 3
- Routed wire length: 991 µm
- Hold crit path type: reg2reg
- Final setup fails: 0
- Floorplan row count: 22
- Number of buffers added for setup after CTS: 0
- Worst path setup slack after routing: between 0.5 and 0.6 ns
- Number of cells traversed by the worst hold path: 0
- Register area: 290 µm²
- Hold buffer count at CTS: 0
- Top flip-flop cell by instance count after synthesis: sky130_fd_sc_hd__dfxtp_1
- Seq cells post-synth: 14
- Cell count after synthesis: 56
- Initial antenna violation count: 0
- Mapped cell area: between 500 and 600 µm²
- Number of ports placed on the die boundary: 4
- Reg-to-Reg Start: q_reg[10]
- CTS clk-pin slew, worst paths: 0.05 ns
- Count of buffer and inverter cells on the critical path: 1
- Max Cap Viol: 0
- Min-Delay Startpoint: DFF2
- Highest routing layer actually used: met4
- Number of hold violations in the final report: 0
- Sort of element at the end of the critical path: output port
- Number of warnings in the stage logs: 25
- Post-cts repair resize count: 0
- Non-filler instance count after layout: approximately 110
- Final-report max-slew violation count: 0
- Proportion of layout cells with a drive suffix above 1: 12.7%
- Worst Setup Start Kind: flop
- Cell chain of the critical path: clkdlybuf4s50_1
- Length of routed met2 wiring: around 470 µm
- Highest attainable clock frequency: 711 MHz
- Post-synthesis async set-or-reset flop share: 0%
- Leak: 0.274 nW
- TritonCTS clock tree: yes
- Syn. warnings: 1
- Wire length on met3: 79 µm
- Detailed-router iteration count before antenna repair: 4
- Fp_density: around 16%
- Fin Setup TNS: 0 ns
- Crit path time final: 1.41 ns
- RSZ-0062 raised after global routing: false
- Portion of the post-synthesis area used by sequential elements: 49.0%
- Worst-case register-to-register setup slack: 0.64 ns
- Arrival time worst endpoint: 1.01 ns
- Via count of the first global-routing pass: 402
- Remaining design rule violation count: 0
- Max VDD drop: 352 µV
- Largest driver fanout on the critical path: 1
- Worst Tran Pin Value: 0.424 ns
- Delay of the slowest cell on the worst path: 0.45 ns
- Flip-flops with a built-in enable: 1
- Post-detailed-route count of antenna-violating nets: 0
- Max_slew headroom: a little under three quarters
- Setup CP Type: reg2out
- Bufs on Longest Clock Path: 2
- Half-perimeter wire length of the detailed placement result: 752 µm
- Family with the most delay on the worst path: buffers and inverters
- Chip area: 0.00672 mm²
- Avg Synthesized Cell Area: 10.6 µm²
- Antenna cell count: 0
- Die outline height: 82 µm
- Width of the die: 82 µm
- Yosys synthesis chip area: ~590 µm²
- Area delta synth->final: 22.8%
- Core box area: 0.00369 mm²
- Unique cell types: 24
- Number of filler cells placed in the layout: between 400 and 500
- Critical path's slowest cell: sky130_fd_sc_hd__clkdlybuf4s50_1
- Congestion Overflow GR: 0
- Number of H-tree levels: 1
- Met1 routed wirelength after detailed routing: 442 µm
- Total number of vias: 427
- Status: finished clean
- Wirelength per Cell: 8.93 µm
- Capture instance of the worst register-to-register path: q_reg[7]
- Cell area power density: 757 mW/mm²
- GP Congestion: 0.737
- Clk latency late pin: 0.24 ns
- Worst setup slack after placement: 0.611 ns
==> synthesized netlist by cell type, types with 2 or more instances <==
| library cell | n | area share [%] |
|---|---|---|
| sky130_fd_sc_hd__a21oi_1 | 3 | 2.5 |
| sky130_fd_sc_hd__and2_1 | 2 | 2.1 |
| sky130_fd_sc_hd__dfxtp_1 | 13 | 44 |
| sky130_fd_sc_hd__mux2i_1 | 3 | 5.1 |
| sky130_fd_sc_hd__nand2_1 | 2 | 1.3 |
| sky130_fd_sc_hd__nand3_1 | 4 | 3.4 |
| sky130_fd_sc_hd__nand3b_1 | 2 | 2.5 |
| sky130_fd_sc_hd__nor2_1 | 6 | 3.8 |
| sky130_fd_sc_hd__o31ai_1 | 2 | 2.5 |
| sky130_fd_sc_hd__or4_1 | 2 | 2.5 |
| sky130_fd_sc_hd__xnor2_1 | 3 | 4.4 |
| sky130_fd_sc_hd__xor2_1 | 2 | 3.0 |
==> layout by cell type (no fill, tap or decap), drive strengths merged, types with 2 or more instances in the layout <==
cell type       n
a21oi           3
and2            2
clkbuf          4
clkdlybuf4s50   3
dfxtp          13
mux2i           3
nand2           3
nand3           4
nand3b          2
nor2            6
o31ai           2
or4             2
xnor2           3
xor2            2
==> logic make-up after synthesis <==
logic type | synth area share, %
and+or+nand+nor | 29.0
DFF | 49.0
AOI/OAI and AO/OA | 7.40
xor gates and xnor gates | 7.40
muxes | 5.07
adders and majority gates | 2.11
==> worst max-delay path by stage <==
stage / from / to / slack, ns / cells past startpoint
after CTS: DB_out / DB_out / 0.58 / 1
after global routing: q_reg[10] / q_reg[7] / 0.54 / 3
final: DB_out / DB_out / 0.59 / 1
==> routing by layer <==
metal / vias up / global-route usage (%)
li1: 219 / -
met1: 191 / 3.87
met2: 15 / 5.02
met3: 2 / 1.76
met4: 0 / 0
met5: - / 0
==> final cells by class <==
cell class | count | area share, %
sequential | 14 | 39.9
multi-input combinational | 42 | 41.5
clock buffer | 4 | 6.20
timing repair buffer | 3 | 4.13
tap | 48 | 8.26
==> where the power goes <==
part | switching (mW) | internal (mW)
combinational | 0.0138 | 0.0124
sequential | 0.00660 | 0.288
clock | 0.0891 | 0.140
==> per-stage QoR <==
stage                     power [mW]  area [µm²]  hold slack (ns)  util, %
after global routing           0.575         727            0.476     19.7
after floorplan                0.317         592            0.429        -
final                          0.551         727            0.459     19.7
after CTS                      0.558         727            0.463     19.7
after detailed placement       0.327         682            0.449     18.5
after global placement         0.325         682            0.448     18.5
Power is estimated from default activity; no workload was simulated.
